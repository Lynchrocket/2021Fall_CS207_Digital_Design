--- ./config.mk ---
export PLATFORM = sky130hd
export DESIGN_NAME = music
export DESIGN_NICKNAME = music
export VERILOG_FILES = /design/flow/design.v
export SDC_FILE = /design/flow/constraint.sdc
export NUM_CORES = 4
export LEC_CHECK = 1
export CORE_UTILIZATION = 40
--- ./constraint.sdc ---
current_design music

set clk_period 4.2
set clk_io_pct 0.2

create_clock -name clk0 -period $clk_period [get_ports {clk}]

set non_clock_inputs [all_inputs -no_clocks]
set_input_delay [expr $clk_period * $clk_io_pct] -clock clk0 $non_clock_inputs
set_output_delay [expr $clk_period * $clk_io_pct] -clock clk0 [all_outputs]
--- ./design.v ---
`timescale 1ns / 1ps
module music(
    input clk,				     
    input sw,                    
    output beep				     
    );			
reg	beep_r;				         
reg [7:0] state;				 
reg [16:0] count, count_end;
reg [23:0] cnt;
parameter   L_3 = 17'd75850,     
            L_5 = 17'd63776,     
            L_6 = 17'd56818,	 
			L_7 = 17'd50618,	 
			M_1 = 17'd47774,	 
			M_2 = 17'd42568,	 
			M_3 = 17'd37919,	 
			M_5 = 17'd31888,	 
			M_6 = 17'd28409,	 
			H_1 = 17'd23889;	 
parameter	TIME = 12000000;	 
assign beep = beep_r;			 
always@(posedge clk) begin
	count <= count + 1'b1;		 
	if(count == count_end) begin	 
	    count <= 17'h0;			 
		beep_r <= ~beep_r;		 
	end
end
always @(posedge clk) begin
    if(cnt < TIME)              
        cnt = cnt + 1'b1;
    else begin
        cnt = 24'd0;            
        if(state == 8'd63)
            state = 8'd0;
        else
            state = state + 1'b1;
        case(state)
            8'd0:         count_end = L_6;  
	        8'd1:         count_end = M_1;
	        8'd2:         count_end = M_3;
	        8'D3:         count_end = M_5;
	        8'D4,8'D5:    count_end = M_3;
	        8'D6:         count_end = M_3;
	        8'D7:         count_end = M_2;
	        8'D8,8'D9:    count_end = M_3;
	        8'D10:        count_end = M_3;
	        8'D11:        count_end = M_2;
	        8'D12,8'D13:  count_end = M_3;
	        8'D14:        count_end = L_6;
	        8'D15:        count_end = L_7;
	        8'D16:        count_end = M_1;
	        8'D17:        count_end = M_3;
	        8'D18:        count_end = M_2;
	        8'D19:        count_end = M_1;
	        8'D20,8'D21:  count_end = L_6;
	        8'D22,8'D23:  count_end = L_5;
	        8'D24,8'D25,8'D26,8'D27,8'D28,8'D29,8'D30,8'D31:  count_end = L_3;
	        8'd32:        count_end = L_6;  
	        8'd33:        count_end = M_1;
	        8'd34:        count_end = M_3;
	        8'D35:        count_end = M_5;
	        8'D36,8'D37:  count_end = M_3;
	        8'D38:        count_end = M_3;
	        8'D39:        count_end = M_2;
	        8'D40,8'D41:  count_end = M_3;
	        8'D42:        count_end = M_3;
	        8'D43:        count_end = M_2;
	        8'D44,8'D45:  count_end = M_3;
	        8'D46:        count_end = L_6;
	        8'D47:        count_end = L_7;
	        8'D48:        count_end = M_1;
	        8'D49:        count_end = M_3;
	        8'D50:        count_end = M_2;
	        8'D51:        count_end = M_1;
	        8'D52,8'D53:  count_end = L_6;
	        8'D54,8'D55:  count_end = L_5;
	        8'D56,8'D57,8'D58,8'D59,8'D60,8'D61:  count_end = L_6;
	        8'D62:        count_end = L_6;
	        8'D63:        count_end = L_7;
            default:      count_end = 16'h0; 
        endcase
    end
end
endmodule
--- ./run.sh ---
#!/bin/bash
# OpenROAD 26Q1-2900-gdf79404cd8, Yosys 0.63+post, stock flow scripts
make -C /OpenROAD-flow-scripts/flow DESIGN_CONFIG=/design/flow/config.mk WORK_HOME=/design/flow/orfs finish
==> reports/results.ini <==
[clock_tree]
cts_tree=done
clockBufferDepth=2
cts_resized=0
worstSkewPairLatency_ns=0.33
clock-sinks=66
cts_max_level=3
ctsHoldBuffers=0
path_clk_slew_ns=0.07
cts_root_buffer=clkbuf_8
cts_buffers=9
cts_setup_buffers=0

[grt]
grt-ovfl-total=0
grt_pass1_wl_mm=12.10
grt_pass1_vias=2565
antenna_found_initial=0
grt_usage=0.1567
grt_max_degree=48

[routing]
route.detailed.drc=0
antennaDiodeCount=0
wl_mm=6.946
viasPerCell=5.321
firstDrtPassIters=4
drt-initial-drc-count=106
num_vias=2735
routedWlPerCell_um=13.51
ant_nets=0

[sta]
fin_skew_ns=0.009704
hold_viol=0
setup_viol=0
tightest_slew_ns=0.8635
max_freq_mhz=317.6
rsz0062_at_grt=no
fin_crit_sh=0.7496
max-slew-margin-rel=0.4202
final.setup.tns_ns=0
maxSlewViolCount=0
fin_crit_ns=3.148

[worst_setup_path]
rr_endpoint=count_end[13]$_SDFFCE_PP0P_
path_buffers=1
cp_slowest_cell=ha_1
r2r_cells=7
cp_slowest_stage_delay_ns=0.67
end_kind=flip-flop
ff2ff_setup_slack_ns=1.05
crit_chain=ha_1 -> nand3_2 -> or4_4 -> nand2_2 -> inv_2 -> a211o_1 -> a221oi_1
worstPathMaxFanout=19
cp.required_ns=4.32
worstSetupStartpoint=state[0]$_DFFE_PP_
rr_startpoint=state[0]$_DFFE_PP_
startpoint_type=flip-flop
cp.arrival_ns=3.27
path_class=flip-flop to flip-flop
cp_top_family=simple AND/OR/NAND/NOR gates

[pwr]
leakagePower_nw=1.406
switching_share=0.1966
cell_internal_pwr_w=0.0009055
power_frac_seq=0.584
finalPower_w=0.001127
ir_worst_vdd_uv=185.2
p_switching_w=0.0002216
p_comb_frac=0
power_density_nw_per_um2=287.0
pwr-share-clk=0.416

[logic_synthesis]
synthFlopType=dfxtp_1
numSynthFlops=66
synthMuxAreaShare=0.008486
synth.distinct_cells=65
yosys-stat-cells=406
ys_sh_xor=0.1378
synth.avg_cell_area_um2=9.079
yosys_warnings=1
adder_share=0.02987
ys_area_um2=3686
edf_count=25
synthCells=406
syn-cell-area_um2=3686
synth_seq_share=0.4263
top_logic_kind=simple AND/OR/NAND/NOR gates
async_flop_share=0
synthAoiAreaFrac=0.1242
ys_sh_simple=0.2305

[worst_hold_path]
hold-path-cell-count=1
hold_start=cnt[0]$_SDFF_PP0_
hold_end=cnt[0]$_SDFF_PP0_
worstHoldPathType=flip-flop to flip-flop

[die]
core_um2=8806
dieHeight_um=98.00
fp_util=0.4186
row_count=34
chip_area_um2=9603
io_pins=3
die_x_um=98.00

[place]
numPlacedInstances=498
gp_congestion=0.8568
dpl_cell_area_um2=3754
dp_hpwl_mm=4.671
io_buffers=1

[final_layout]
fin_util=0.4460
layout_top_cell=nor2_1
final_cell_area_um2=3928
drive_above_1_share=0.07143
syn_to_final_growth_pct=6.551
fin_cells=514
lay_top_cells=nor2_1 (59), dfxtp_1 (41), xnor2_1 (32)

[run_status]
outcome=finished, final reports clean

[flow_run]
cap_violations=0
warnings=31

==> flip-flops by register name, summed over array words and instances, names as in the netlist <==
signal	flops
cnt	24
count	17
count_end	16
state	8
beep_r	1
==> layer usage <==
metal	share of wire	track usage
met3	0.043	0.03997
met4	0.0098	0.02564
met2	0.43	0.2324
met1	0.52	0.2436
met5	0	0
==> per-stage QoR <==
stage / hold slack [ns] / setup slack [ns]
2_1_floorplan: 0.4129 / 1.766
3_3_place_gp: 0.4218 / 1.113
3_5_place_dp: 0.4358 / 1.098
4_1_cts: 0.4470 / 1.057
5_1_grt: 0.4624 / 0.8495
6_report: 0.4419 / 1.052
==> power by group through the flow <==
stage                 Sequential (W)  Combinational [W]  Clock [W]
after CTS                   0.000659     0.000000000694   0.000484
after global routing        0.000658     0.000000000694   0.000516
final                       0.000659     0.000000000694   0.000468
==> cells in the mapped netlist, types with 4 or more instances <==
library cell / instances / area [um^2]
nor2b_1: 6 / 37.54
clkbuf_1: 11 / 41.29
ha_1: 8 / 100.1
nand3_1: 22 / 110.1
inv_1: 14 / 52.55
a21oi_1: 16 / 80.08
xnor2_1: 32 / 280.3
edfxtp_1: 25 / 750.7
dfxtp_1: 41 / 820.8
nor3_1: 14 / 70.07
nor2_1: 59 / 221.5
nand4_1: 8 / 50.05
a211oi_1: 5 / 37.54
and3_1: 6 / 37.54
o21ai_0: 6 / 30.03
nor4_1: 7 / 43.79
buf_4: 4 / 30.03
xor2_1: 26 / 227.7
nand2_1: 27 / 101.4
==> worst max path at each step <==
stage                 cells after the start  slack, ns                     endpoint
after global routing                      7       0.85  count_end[13]$_SDFFCE_PP0P_
final                                     7       1.05  count_end[13]$_SDFFCE_PP0P_
after CTS                                 7       1.06  count_end[13]$_SDFFCE_PP0P_
==> cells by family (layout without fill, tap and decap cells) <==
kind of cell,count (synthesis),count (layout)
multiplexers,3,3
flip-flops,66,66
buffers and inverters,35,35
XOR/XNOR,58,58
AND/OR/NAND/NOR,171,171
adder cells (fa/ha/maj),9,9
AND-OR/OR-AND,64,64
==> area by class of cell <==
type / count / area [um^2]
well taps: 108 / 135.1
inverters: 16 / 60.06
fillers: 828 / 4878
multi-input cells: 305 / 1962
clock buffers: 14 / 162.7
clock inverters: 2 / 11.26
repair buffers: 3 / 25.02
flip-flops and latches: 66 / 1572
Power is estimated from default activity; no workload was simulated.
