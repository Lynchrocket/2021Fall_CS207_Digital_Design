### /design/flow/design.v
`timescale 1ns / 1ps
module show (
    input clk, rst, 
    input sw,
    input mode,
    input [143:0] text,
    output [7:0] seg_en,
    output reg [7:0] seg_out
    );
    wire [7:0] tube_char[17:0];
    assign tube_char[0] = text[7:0];
    assign tube_char[1] = text[15:8];
    assign tube_char[2] = text[23:16];
    assign tube_char[3] = text[31:24];
    assign tube_char[4] = text[39:32];
    assign tube_char[5] = text[47:40];
    assign tube_char[6] = text[55:48];
    assign tube_char[7] = text[63:56];
    assign tube_char[8] = text[71:64];
    assign tube_char[9] = text[79:72];
    assign tube_char[10] = text[87:80];
    assign tube_char[11] = text[95:88];
    assign tube_char[12] = text[103:96];
    assign tube_char[13] = text[111:104];
    assign tube_char[14] = text[119:112];
    assign tube_char[15] = text[127:120];
    assign tube_char[16] = text[135:128];
    assign tube_char[17] = text[143:136];
    reg [7:0] seg_en_r;
    assign seg_en = ~seg_en_r;
    wire clk_out; 
    wire clk_move; 
    fre_div #(200000,50000000) fd(.clk(clk),.rst(rst),.clk_m(clk_move),.clk_o(clk_out));
    reg [2:0] select;
    always @(posedge clk_out, posedge rst) begin
        if(rst)
            select <= 0;
        else begin
            select <= select + 1;
            if(select == 3'b111)
                select <= 0;
        end
    end
    always @(select) begin
        case(select)
            3'b000: seg_en_r = 8'b0000_0001;
            3'b001: seg_en_r = 8'b0000_0010;
            3'b010: seg_en_r = 8'b0000_0100;
            3'b011: seg_en_r = 8'b0000_1000;
            3'b100: seg_en_r = 8'b0001_0000;
            3'b101: seg_en_r = 8'b0010_0000;
            3'b110: seg_en_r = 8'b0100_0000;
            3'b111: seg_en_r = 8'b1000_0000;
            default: seg_en_r = 8'b0000_0000;
        endcase
    end
    reg [7:0] ind = 6'b0;
    always @(posedge clk_move, posedge rst) begin
        if(rst)
            ind <= 8'd143; 
        else begin
            ind <= ind - 1'b1;
            if(ind == 8'd0)
                ind <= 8'd143;
        end   
    end
    always @(select, ind) begin
        if(mode) begin
            case(select)
                3'b000: seg_out = tube_char[(ind+137)%144];
                3'b001: seg_out = tube_char[(ind+138)%144];
                3'b010: seg_out = tube_char[(ind+139)%144];
                3'b011: seg_out = tube_char[(ind+140)%144];
                3'b100: seg_out = tube_char[(ind+141)%144];
                3'b101: seg_out = tube_char[(ind+142)%144];
                3'b110: seg_out = tube_char[(ind+143)%144];
                3'b111: seg_out = tube_char[(ind+144)%144];
                default:seg_out = 8'b1111_1111;
            endcase
        end
        else begin
            case(select)
                3'b000: seg_out = tube_char[7];
                3'b001: seg_out = tube_char[6];
                3'b010: seg_out = tube_char[5];
                3'b011: seg_out = tube_char[4];
                3'b100: seg_out = tube_char[3];
                3'b101: seg_out = tube_char[2];
                3'b110: seg_out = tube_char[1];
                3'b111: seg_out = tube_char[0];
                default:seg_out = 8'b1111_1111;
            endcase
        end
    end
endmodule
module fre_div #(parameter p1 = 200000,
                parameter p2 = 50000000) (
    input clk, rst,
    output clk_m, clk_o
    );
    reg clk_move, clk_out;
    assign clk_m = clk_move;
    assign clk_o = clk_out;
    reg [31:0]cnt1;
    always @(posedge clk, posedge rst) begin
        if(rst) begin
            cnt1 <= 0;
            clk_out <= 0;
        end
        else begin
            if(cnt1 == (p1>>1) - 1)begin
                clk_out <= ~clk_out;
                cnt1 <= 0;
            end
            else begin
                cnt1 <= cnt1 + 1;
            end
        end
    end
    reg [31:0] cnt2;
    always @(posedge clk, posedge rst) begin
        if(rst)begin
            cnt2 <= 0;
            clk_move <= 0;
        end
        else begin
            if(cnt2 == (p2>>1) - 1)begin
                clk_move <= ~clk_move;
                cnt2 <= 0;
            end
            else begin
                cnt2 <= cnt2 + 1;
            end
        end 
    end
endmodule
### /design/flow/run.sh
#!/bin/bash
# OpenROAD 26Q1-2900-gdf79404cd8, Yosys 0.63+post, stock flow scripts
make -C /OpenROAD-flow-scripts/flow DESIGN_CONFIG=/design/flow/config.mk WORK_HOME=/design/flow/orfs finish
### /design/flow/config.mk
export PLATFORM = sky130hd
export DESIGN_NAME = show
export DESIGN_NICKNAME = show
export VERILOG_FILES = /design/flow/design.v
export SDC_FILE = /design/flow/constraint.sdc
export NUM_CORES = 4
export LEC_CHECK = 1
export CORE_UTILIZATION = 40
### /design/flow/constraint.sdc
current_design show

set clk_period 8.9
set clk_io_pct 0.2

create_clock -name clk0 -period $clk_period [get_ports {clk}]

set non_clock_inputs [all_inputs -no_clocks]
set_input_delay [expr $clk_period * $clk_io_pct] -clock clk0 $non_clock_inputs
set_output_delay [expr $clk_period * $clk_io_pct] -clock clk0 [all_outputs]
==> impl_metrics.toml <==
# generated from flow reports
[status]
status = "completed"

[setup_path]
worstPathRequired_ps = 7120
arrival_ps = 6720
path_cells = "clkdlybuf4s50_1 > buf_12 > and4bb_2 > o31ai_1 > o2111a_1 > a311oi_1 > and2_1 > or2_2 > ha_1 > nand2b_1 > and2_1 > a2111o_1 > o22ai_2 > buf_4 > mux2i_1 > a32oi_1 > a211oi_1 > clkdlybuf4s50_1"
critPathTopFamily = "AND-OR/OR-AND gates"
setup.worst_path.start_class = "primary input"
crit_buf_inv = 4
crit_type = "primary input to output pin"
crit_slowest_cell = "clkdlybuf4s50_1"
max_stage_delay_ps = 570
cp-end-kind = "output pin"
crit_path_max_fanout = 48

[placed_design]
gp_congestion = 0.9755
dpl_cell_area_mm2 = 0.008663
io_buffers = 162
place_ws_ps = 456.7
place_inst = 1181
place_hpwl_um = 18690

[clock_tree]
clk_pin_slew_ps = 50
clock_path_buffers = 2
cts_made_buffers = 9
cts_resized = 0
cts-root-buf = "clkbuf_16"
clock_latency_ps = 340
tritoncts = "built"
cts_hold_buf = 0
h-tree-depth = 3
cts_setup_buffers = 0

[detailed_routing]
maxUsedRoutingLayer = "met4"
drtIter0Drc = 768
vias_per_cell = 6.029
dr.pass1.iters = 7
remaining_drc_errors = 0
num_vias = 7223
route.met3.wl_um = 1691
wl_um = 25190
ant_nets = 0
wl_per_cell_um = 21.03
wl_met2_um = 11860
routedLengthMet1_um = 10950

[synth]
ys_warn_count = 2
ys_seq_frac = 0.2831
syn_area_mm2 = 0.006828
synth.distinct_cells = 85
edf_count = 0
synth-async-reset-ratio = 1.000
yosys_area_mm2 = 0.006828
synthCells = 828
avgSynthCellArea_um2 = 8.246
flop_cell = "dfrtp_1"
ys_cells = 828
ys_ff = 77

[final_timing]
untimed_endpoints = 19
hold_violations = 0
fmax_mhz = 117.6
fin_crit_sh = 0.9556
min_period_ps = 8504
skew_ps = 8.809
setup_viol = 0
setup_tns_ps = 0
rsz0062_at_grt = "no"
setup_slack_ps = 395.6
holdWs_ps = 474.8
unclocked_regs = 11
relSlewSlack = 0.3822
worst_slew_pin_slew_ps = 923.3
finalMaxSlewViolations = 0

[floorplan]
ios = 164
initCoreUtil = 0.4103
core_area_mm2 = 0.01664
fp.dieW_um = 132.7
die_h_um = 132.7
std_cell_rows = 47
chipArea_mm2 = 0.01760

[finish]
final_cells = 1198
fin_area_mm2 = 0.008986
syn2layout_area_growth_pct = 31.61
drive_above_1_share = 0.07369

[global_route]
grtUsageTotal = 0.2925
grt_pass1_vias = 6869
grt_max_degree = 49
antenna_found_initial = 0
grt_first_pass_wirelength_um = 39240
gr-total-overflow = 0

[worst_hold_path]
hold_class = "flip-flop to flip-flop"

[pwr]
power.share.sequential = 0.358
p_sw_frac = 0.2350
power.net_switching_uw = 197.3
vdd_drop_max_mv = 0.1277
pwr-share-comb = 0.188
p_leak_uw = 0.003790
p_int_uw = 642.3
p_clk_frac = 0.454
powerDensity_mw_per_mm2 = 93.43

[run]
warnings = 41
cap_violations = 0
cells by family after synthesis:
| group | synth area share |
|---|---|
| DFF | 0.2831 |
| xor gates and xnor gates | 0.08723 |
| and+or+nand+nor | 0.2448 |
| buffers and inverters | 0.05424 |
| adders and majority gates | 0.04398 |
| muxes | 0.05058 |
| AOI/OAI and AO/OA | 0.2360 |
per-stage QoR:
| step | util | total power, µW |
|---|---|---|
| final | 0.5400 | 839.5 |
| after global routing | 0.5398 | 868.0 |
| after CTS | 0.5398 | 846.9 |
| after detailed placement | 0.5206 | 460.8 |
| after global placement | 0.5206 | 461.2 |
| after floorplan | - | 360.6 |
final timing paths:
| path | start | endpoint | slack [ps] | cells after the start |
|---|---|---|---|---|
| setup / recovery | mode | seg_out[1] | 400 | 18 |
| hold / removal | fd.cnt1[31] | fd.cnt1[31] | 470 | 1 |
| setup reg to reg | fd.cnt2[0] | fd.cnt2[30] | 6180 | 10 |
| hold reg to reg | fd.cnt1[31] | fd.cnt1[31] | 470 | 1 |
| max in group asynchronous | rst | fd.cnt1[1] | 6010 | 3 |
| min in group asynchronous | rst | fd.cnt2[12] | 1910 | 2 |
layout make-up:
cell class	count	area, µm²
diodes	1	2.502
clock buffers	11	242.7
clock inverters	5	77.57
fillers	1470	7656
inverters	25	93.84
multi-input cells	671	4532
flip-flops and latches	77	1933
well taps	220	275.3
repair buffers	188	1829
placed cells by master (no fill, tap or decap), types with 4 or more instances in the layout:
cell	count
a222oi_1	11
clkbuf_16	9
dfrtp_1	72
o22ai_1	7
nand2_1	93
o21a_1	4
and2_1	10
dfstp_2	5
a21oi_1	36
a21o_1	8
inv_1	23
nand4_1	14
a22oi_1	16
o21ai_0	22
nand2b_1	7
a32oi_1	8
o211a_1	5
a221o_1	7
nor2_1	69
a211oi_1	9
ha_1	24
mux2_2	8
xnor2_1	32
xor2_1	36
nor3_1	20
o211ai_1	6
mux2i_1	18
nand3_1	42
a221oi_1	16
buf_4	25
a311oi_1	4
nor2b_1	18
clkdlybuf4s50_1	162
o31ai_1	9
and4_1	7
a31oi_1	10
and3_1	19
nor4_1	10
state kept, by name (all words and copies together), names as in the netlist:
name	cells
fd.clk_move	1
fd.clk_out	1
fd.cnt1	32
fd.cnt2	32
ind	8
select	3
power groups by stage:
stage	sequential [µW]	combinational, µW	clock (µW)
4_1_cts	300	156	390
6_report	300	158	381
5_1_grt	300	166	402
layer usage:
metal,global-route usage,vias up
met1,0.4302,3480
met3,0.03633,48
li1,-,3374
met4,0.07663,0
met5,0,-
met2,0.4649,321
synth_stat cells, types with 4 or more instances:
library cell,count,area [µm²]
nand2_1,93,349.1
dfrtp_1,72,1802
nor2_1,69,259.0
nand3_1,42,210.2
a21oi_1,36,180.2
xor2_1,36,315.3
xnor2_1,32,280.3
ha_1,24,300.3
inv_1,24,90.09
buf_2,22,110.1
o21ai_0,22,110.1
nor3_1,20,100.1
and3_1,19,118.9
clkbuf_1,19,71.32
mux2i_1,18,180.2
nor2b_1,18,112.6
a221oi_1,16,140.1
a22oi_1,16,120.1
nand4_1,14,87.58
a222oi_1,11,110.1
a31oi_1,10,62.56
and2_1,10,62.56
nor4_1,10,62.56
a211oi_1,9,67.56
o31ai_1,9,67.56
a21o_1,8,60.06
a32oi_1,8,70.07
mux2_2,8,90.09
a221o_1,7,70.07
and4_1,7,61.31
buf_4,7,52.55
nand2b_1,7,43.79
o22ai_1,7,43.79
o211ai_1,6,45.04
dfstp_2,5,131.4
o211a_1,5,50.05
a311oi_1,4,35.03
buf_1,4,15.01
o21a_1,4,30.03
Power is estimated from default activity; no workload was simulated.
